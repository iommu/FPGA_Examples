==> /design/flow/config.mk <==
export PLATFORM = sky130hd
export DESIGN_NAME = au_top_0
export DESIGN_NICKNAME = au_top_0
export VERILOG_FILES = /design/flow/design.v
export SDC_FILE = /design/flow/constraint.sdc
export NUM_CORES = 4
export LEC_CHECK = 1
export CORE_AREA = 10 10 88 88
export DIE_AREA = 0 0 98 98
==> /design/flow/design.v <==
module au_top_0(
    input clk,               
    input rst_n,             
    output [7:0] led,        
    input usb_rx,            
    output usb_tx            
    );
    wire rst;
    reset_conditioner_1 reset_conditioner(.clk(clk), .in(!rst_n), .out(rst));
    binary_counter_2 binary_counter(.clk(clk), .rst_n(rst_n), .led(led));
    assign usb_tx = usb_rx;   
endmodule
module binary_counter_2 (
    input clk,   
    input rst_n,             
    output [7:0] led       
  );
    counter_3   count ( .clk(clk), .rstn(rst_n), .out(led));
endmodule
module counter_3 (  input clk,                
    input rstn,               
    output reg[7:0] out);     
  wire button, button_down, button_up;
  debounce_4 debounce(.clk(clk), .button(rstn), .button_down(button_down), .button_up(button_up));
  always @ (posedge clk) begin
    if (button_down) begin
      out <= out + 1;
    end
  end
endmodule
module debounce_4(
    input clk,
    input button,   
    output reg button_state,   
    output button_down,   
    output button_up    
  );
  reg button_sync_0;  always @(posedge clk) button_sync_0 <= ~button;   
  reg button_sync_1;  always @(posedge clk) button_sync_1 <= button_sync_0;
  reg [15:0] button_cnt;
  wire button_idle = (button_state==button_sync_1);
  wire button_cnt_max = &button_cnt;	 
  always @(posedge clk)
    if(button_idle)
      button_cnt <= 0;   
    else
      begin
      button_cnt <= button_cnt + 16'd1;   
      if(button_cnt_max) button_state <= ~button_state;   
    end
  assign button_down = ~button_idle & button_cnt_max & ~button_state;
  assign button_up   = ~button_idle & button_cnt_max &  button_state;
endmodule
module reset_conditioner_1 (
    input clk,
    input in,
    output reg out
  );
  localparam STAGES = 3'h4;
  reg [3:0] M_stage_d, M_stage_q = 4'hf;
  always @* begin
    M_stage_d = M_stage_q;
    M_stage_d = {M_stage_q[0+2-:3], 1'h0};
    out = M_stage_q[3+0-:1];
  end
  always @(posedge clk) begin
    if (in == 1'b1) begin
      M_stage_q <= 4'hf;
    end else begin
      M_stage_q <= M_stage_d;
    end
  end
endmodule
==> /design/flow/run.sh <==
#!/bin/bash
# OpenROAD 26Q1-2900-gdf79404cd8, Yosys 0.63+post, stock flow scripts
make -C /OpenROAD-flow-scripts/flow DESIGN_CONFIG=/design/flow/config.mk WORK_HOME=/design/flow/orfs finish
==> /design/flow/constraint.sdc <==
current_design au_top_0

set clk_period 5.3
set clk_io_pct 0.2

create_clock -name clk0 -period $clk_period [get_ports {clk}]

set non_clock_inputs [all_inputs -no_clocks]
set_input_delay [expr $clk_period * $clk_io_pct] -clock clk0 $non_clock_inputs
set_output_delay [expr $clk_period * $clk_io_pct] -clock clk0 [all_outputs]
==> flow_summary_export.csv <==
group,metric,value,unit
yosys,ys_warn_count,3,
critical_path,crit_chain,"clkdlybuf4s50_1",
finish,post-route-util,0.242,
floorplan,fp.dieH,98,µm
finish,final_area,0.00143,mm²
critical_path,cp_slowest_stage_delay,0.50,ns
critical_path,startpoint_type,"flip-flop",
floorplan,fp_util,0.205,
floorplan,dieArea,0.00960,mm²
clocking,clockRootBuffer,"clkbuf_8",
job,warning_count,25,
grt,grt_pass1_vias,767,
floorplan,placementRows,28,
pwr,cellPowerDensity,238,mW/mm²
clocking,post_cts_resized,0,
grt,track_usage,0.0416,
critical_path,rrSetupSlack,3.26,ns
timing,worst_slack,3.03,ns
clocking,post-cts-setup-buffers,0,
route,drtIter0Drc,54,
placed_design,place_congestion,0.794,
yosys,synth_flops,27,
critical_path,cp_slowest_cell,"clkdlybuf4s50_1",
timing,setup_viol,0,
grt,overflow,0,
critical_path,worst_ep_arrival_time,1.21,ns
route,route.detailed.drc,0,
pwr,vdd_drop_max,0.158,mV
clocking,htreeDepth,1,
finish,drive_gt1_frac,0.0952,
route,drtPass1Iterations,4,
pwr,p_total,0.342,mW
floorplan,die_x,98,µm
pwr,p_leak,0.478,nW
placed_design,port-buffer-count,9,
pwr,combPwrFrac,0.028,
timing,slew_viol_final,0,
yosys,synth_area,0.00121,mm²
critical_path,cp.buffers_inverters,1,
finish,layout_top_cells,"dfxtp_1 (18), nand2_1 (9), edfxtp_1 (9), clkdlybuf4s50_1 (9), nand3_1 (7)",
timing,setup-tns-final,0,ns
yosys,synth_cell_type_count,31,
timing,skew,0.00606,ns
pwr,switching_power,0.0703,mW
critical_path,crit_type,"flip-flop to output pin",
placed_design,dp_hpwl,1.44,mm
route,diodes,0,
yosys,ys_cells,115,
finish,lay_top_count,"dfxtp_1",
timing,fin_crit_sh,0.428,
yosys,postSynthSeqShare,0.521,
timing,post-route-min-period,2.27,ns
critical_path,cp_max_fo,5,
timing,max_freq,0.441,GHz
clocking,cts_hold_buffers,0,
outcome,status,"finished clean",
critical_path,cp-end-kind,"output pin",
route,via_per_inst,4.16,
timing,tightest_slew,0.775,ns
route,postRouteAntennaNets,0,
clocking,clk_latency,0.27,ns
pwr,p_seq_frac,0.640,
timing,hold_violations,0,
route,drt-wirelength-per-cell,10.0,µm
route,vias,836,
worst_hold_path,hold_class,"flip-flop to flip-flop",
pwr,p_sw_frac,0.205,
clocking,clkSinkCount,27,
floorplan,design.core.area,0.00592,mm²
route,wirelength,2.02,mm
grt,grt_pass1_wl,3.55,mm
critical_path,critPathTopFamily,"buffers and inverters",
timing,rsz0062_at_grt,"false",
job,drv_cap,0,
placed_design,dp_worst_setup_slack,3.18,ns
clocking,cts_tree,"yes",
timing,timing.slew.headroom,0.482,
critical_path,critPathRequiredTime,4.24,ns
pwr,internal-power,0.272,mW
pwr,pwr-share-clk,0.332,
finish,fill_cells,602,
yosys,syn_inst,115,
yosys,avgSynthCellArea,10.5,µm²
finish,area_growth,18.4,%
clocking,cts_made_buffers,3,
clocking,clock_path_buffers,2,
clocking,cts.clk_slew.worst_paths,0.09,ns
floorplan,ios,12,
grt,grt_start_max_net_pins,16,
grt,antenna_found_initial,0,
yosys,ys_chip_area,0.00121,mm²
placed_design,place_area,0.00139,mm²
-- synthesized netlist by cell type --
library cell,count,share of area
a21oi_1,6,0.025
and2_1,1,0.0052
and3_1,1,0.0052
and4_1,1,0.0072
and4bb_2,1,0.010
buf_4,1,0.0062
clkbuf_1,2,0.0062
dfxtp_1,18,0.30
edfxtp_1,9,0.22
ha_1,2,0.021
inv_1,5,0.015
mux2i_1,5,0.041
nand2_1,9,0.028
nand2_4,1,0.0093
nand2b_1,5,0.026
nand3_1,7,0.029
nand3_2,1,0.0083
nand4_1,5,0.026
nand4_2,1,0.010
nor2_1,4,0.012
nor3_1,1,0.0041
nor3_2,1,0.0083
nor4_1,4,0.021
o21ai_0,3,0.012
o31ai_1,3,0.019
or3_1,2,0.010
or3_2,1,0.0062
or4_1,3,0.019
or4_4,1,0.0093
xnor2_1,6,0.043
xor2_1,5,0.036
-- power groups by stage --
stage / Clock (mW) / Combinational, mW / Sequential, mW
6_report: 0.114 / 0.00958 / 0.219
5_1_grt: 0.128 / 0.0112 / 0.219
4_1_cts: 0.119 / 0.00975 / 0.219
-- layer usage --
layer | GRT usage | share of wire | up-vias
met5 | 0 | 0 | -
met4 | 0.00559 | 0.017 | 0
met3 | 0.00996 | 0.023 | 2
met2 | 0.0680 | 0.45 | 7
met1 | 0.0558 | 0.51 | 387
li1 | - | - | 440
-- sequential cells by signal (all words and copies together) (netlist names) --
register	cells
binary_counter.count.out	8
binary_counter.count.debounce.button_state	1
binary_counter.count.debounce.button_cnt	16
binary_counter.count.debounce.button_sync_1	1
binary_counter.count.debounce.button_sync_0	1
-- metrics by stage --
step	hold slack, ns	instances
2_1_floorplan	0.310	115
5_1_grt	0.343	201
3_5_place_dp	0.312	197
3_3_place_gp	0.313	197
6_report	0.333	201
4_1_cts	0.333	201
-- worst paths after layout --
check	startpoint	end	cells past startpoint
min	binary_counter.count.debounce.button_sync_0$_DFF_P_	binary_counter.count.debounce.button_sync_1$_DFF_P_	0
max	binary_counter.count.out[4]$_DFFE_PP_	led[4]	1
max reg2reg	binary_counter.count.debounce.button_cnt[0]$_SDFF_PP0_	binary_counter.count.out[1]$_DFFE_PP_	4
min reg2reg	binary_counter.count.debounce.button_sync_0$_DFF_P_	binary_counter.count.debounce.button_sync_1$_DFF_P_	0
-- area by class of cell --
class	count	area, µm²	share of cell area
sequential	27	631	0.440
multi-input combinational	80	547	0.381
timing repair buffer	10	97.6	0.0681
tap	75	93.8	0.0654
clock buffer	3	41.3	0.0288
inverter	5	18.8	0.0131
clock inverter	1	5.00	0.00349
-- logic make-up after synthesis --
logic type,count (synthesis),share of synthesized area
xor+xnor,11,0.0795
fa+ha+maj,2,0.0207
compound gates,12,0.0558
flops,27,0.521
mux,5,0.0413
buf+inv,8,0.0279
simple gates,50,0.254
No activity file was given, so power comes from the tool's default toggle rates.
