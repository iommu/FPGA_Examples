==> flow/design.v <==
module binary_counter (
    input clk,   
    input rst_n,             
    output [7:0] led       
  );
    counter   count ( .clk(clk), .rstn(rst_n), .out(led));
endmodule
module counter (  input clk,                
    input rstn,               
    output reg[7:0] out);     
  wire button, button_down, button_up;
  debounce debounce(.clk(clk), .button(rstn), .button_down(button_down), .button_up(button_up));
  always @ (posedge clk) begin
    if (button_down) begin
      out <= out + 1;
    end
  end
endmodule
module debounce(
    input clk,
    input button,   
    output reg button_state,   
    output button_down,   
    output button_up    
  );
  reg button_sync_0;  always @(posedge clk) button_sync_0 <= ~button;   
  reg button_sync_1;  always @(posedge clk) button_sync_1 <= button_sync_0;
  reg [15:0] button_cnt;
  wire button_idle = (button_state==button_sync_1);
  wire button_cnt_max = &button_cnt;	 
  always @(posedge clk)
    if(button_idle)
      button_cnt <= 0;   
    else
      begin
      button_cnt <= button_cnt + 16'd1;   
      if(button_cnt_max) button_state <= ~button_state;   
    end
  assign button_down = ~button_idle & button_cnt_max & ~button_state;
  assign button_up   = ~button_idle & button_cnt_max &  button_state;
endmodule
==> flow/run.sh <==
#!/bin/bash
# OpenROAD 26Q1-2900-gdf79404cd8, Yosys 0.63+post, stock flow scripts
make -C /OpenROAD-flow-scripts/flow DESIGN_CONFIG=/design/flow/config.mk WORK_HOME=/design/flow/orfs finish
==> flow/config.mk <==
export PLATFORM = sky130hd
export DESIGN_NAME = binary_counter
export DESIGN_NICKNAME = binary_counter
export VERILOG_FILES = /design/flow/design.v
export SDC_FILE = /design/flow/constraint.sdc
export NUM_CORES = 4
export LEC_CHECK = 1
export CORE_AREA = 10 10 98 98
export DIE_AREA = 0 0 108 108
==> flow/constraint.sdc <==
current_design binary_counter

set clk_period 3.7
set clk_io_pct 0.2

create_clock -name clk0 -period $clk_period [get_ports {clk}]

set non_clock_inputs [all_inputs -no_clocks]
set_input_delay [expr $clk_period * $clk_io_pct] -clock clk0 $non_clock_inputs
set_output_delay [expr $clk_period * $clk_io_pct] -clock clk0 [all_outputs]
==> Slide: Implementation Results <==
Physical Implementation Snapshot

Logic synthesis
  • Registers, synthesis: 27
  • # Cells Yosys: approximately 110
  • Cells after Synth: 108
  • Yosys Warn Count: 2
  • Cell Area, Synth: 1150 sq um
  • Syn avg cell area: approximately 11 sq um
  • Chip Area, Yosys: around 1200 sq um
  • Register share after synthesis: 54.7%
  • Unique cell types: 24

Critical path
  • FF-to-FF Start: count.debounce.button_cnt[8]$_SDFF_PP0_
  • CP Capture Type: output port
  • Worst path depth: 1
  • RR Endpoint: count.out[4]$_DFFE_PP_
  • Worst-path cell chain: clkdlybuf4s50_1
  • Critical path type: reg2out
  • Crit path to: led[4]
  • Critical path required time: 2.96 ns
  • Slowest stage delay, CP: a little under 0.5 ns
  • Max FO, Critical Path: 5
  • FF-to-FF path depth: 5
  • WP buf/inv: 1
  • CP delay by family, top: buffers and inverters
  • Crit path arrival time: about 1.2 ns
  • CP Launch Point: count.out[4]$_DFFE_PP_
  • Critical path's slowest cell: clkdlybuf4s50_1
  • Type of origin of the critical path: flip-flop
  • Reg2reg setup slack: 2.03 ns

Final timing
  • Setup violators final: 0
  • Hold Fails Final Rpt: 0
  • Final Max Tran Viols: 0
  • Setup TNS: 0 ns
  • Final period util: 51.9%
  • Slew HR: 76.1%
  • Tmin final: 1.92 ns
  • Unrepaired setup endpoints after global routing: no
  • Post-route setup slack: 1.78 ns
  • Post-Route Skew: around 0.0040 ns
  • Actual slew at the worst max-slew pin: 0.356 ns
  • Achievable Freq: 520 MHz

Place
  • Placed cells: 220
  • Routability cong.: 0.757
  • Port Buffers: 9
  • Dpl hpwl: about 1.3 mm
  • Dpl ws: 2.04 ns

Clocking
  • Clock Tree Buf Depth: 2
  • CTS root buf: clkbuf_8
  • Clk latency late pin: 0.26 ns
  • Num CTS Buffers: 3
  • Sink Count: 27
  • H-tree depth: 1
  • Total setup buffers inserted after CTS: 0
  • Reg clk slew, reported paths: around 0.090 ns
  • CTS resizes: 0
  • Hold-fix buffers, CTS: 0
  • CTS tree: built

Floorplanning
  • Core area: around 7600 sq um
  • # IOs: 10
  • Die Footprint: 11700 sq um
  • FP Core Util: 15.1%
  • Die height: 108 um
  • Row count: 32
  • Die W: about 110 um

Routing
  • Final ANT Viol Nets: 0
  • DRT Wirelength: 1.73 mm
  • DRC: 0
  • Starting DRC count in detailed routing: between 50 and 60
  • Vias: 746
  • N_diodes: 0
  • Drt via density: 3.33
  • Routed len/inst: about 7.7 um
  • DRT Pass-1 Iters: 4

Global route
  • Grt ovf: 0
  • Total GRT Usage: between 2 and 3%
  • Largest net degree at the start of global routing: 20
  • First-pass GRT wire length: 3.00 mm
  • Initial antenna violation count: 0
  • Vias in the first global route: between 700 and 800

Worst hold path
  • Worst min path class: reg2reg
  • HP Start: count.debounce.button_sync_0$_DFF_P_

Layout
  • Non-filler cells, final: 224
  • Area Overhead vs Synth: 23.8%
  • Final Core Density: 18.7%
  • Share of layout cells above drive strength 1: 9.02%

Power
  • Peak supply drop: 0.169 mV
  • Static Leak: around 0.46 nW
  • Pwr per Cell Area: about 340 nW/um^2

Run status
  • Run status: finished clean

Job
  • Tool warning count: 25
  • Max-capacitance violation count: 0
cell families (layout without fill, tap and decap cells):
kind of cell	Yosys count	after routing	share of synthesized area, %
muxes	1	1	1.30
DFF	27	27	54.7
AOI/OAI and AO/OA	4	4	2.06
and+or+nand+nor	50	50	24.2
xor gates and xnor gates	18	18	13.7
adders and majority gates	2	2	2.17
buffers and inverters	6	20	1.95
per-layer routing:
layer / global-route usage, % / routed length [um] / share of wire [%]
met1: 3.75 / 870 / 50
met2: 4.87 / 699 / 40
met3: 1.02 / 136 / 7.9
met4: 0.477 / 25 / 1.4
met5: 0 / 0 / 0
placed cells by master (no fill, tap or decap):
cell type	count
a21oi_1	2
a31o_2	1
and4_1	2
buf_4	2
clkbuf_1	1
clkbuf_8	3
clkdlybuf4s50_1	9
dfxtp_1	18
edfxtp_1	9
ha_1	2
inv_1	5
mux2_4	1
nand2_1	6
nand2b_1	1
nand3_1	6
nand3_2	3
nand4_1	4
nor2_1	17
nor2b_1	2
nor3_1	2
nor4_1	4
nor4_4	1
nor4b_1	1
o21ai_0	1
or3_1	1
xnor2_1	12
xor2_1	6
per-stage QoR:
stage | total power, mW | cell area [sq um] | hold slack [ns]
CTS | 0.491 | 1430 | 0.339
global placement | 0.330 | 1380 | 0.312
floorplan | 0.326 | 1150 | 0.310
finish | 0.484 | 1430 | 0.337
detailed placement | 0.330 | 1380 | 0.316
global route | 0.504 | 1430 | 0.338
cell usage after synthesis (all sizes together):
cell type	instances	share of area [%]
dfxtp	18	31
nor2	17	5.5
xnor2	12	9.1
edfxtp	9	23
nand3	9	5.2
nand2	6	2.0
xor2	6	4.6
inv	5	1.6
nor4	5	4.0
nand4	4	2.2
a21oi	2	0.87
and4	2	1.5
ha	2	2.2
nor2b	2	1.1
nor3	2	0.87
a31o	1	0.76
clkbuf	1	0.33
mux2	1	1.3
nand2b	1	0.54
nor4b	1	0.76
o21ai	1	0.43
or3	1	0.54
flip-flops by register name, summed over array words and instances (netlist names):
| signal | count |
|---|---|
| count.debounce.button_sync_0 | 1 |
| count.debounce.button_cnt | 16 |
| count.debounce.button_sync_1 | 1 |
| count.debounce.button_state | 1 |
| count.out | 8 |
how the worst min path moves through the flow:
stage / cells after the start / to / slack, ns
CTS: 0 / count.debounce.button_sync_1$_DFF_P_ / 0.34
global route: 0 / count.debounce.button_sync_1$_DFF_P_ / 0.34
finish: 0 / count.debounce.button_sync_1$_DFF_P_ / 0.34
layout make-up:
| type | instances | area (sq um) |
|---|---|---|
| clock buffer | 4 | 45.0 |
| fill | 826 | 6220 |
| inverter | 5 | 18.8 |
| multi-input combinational | 75 | 500 |
| sequential | 27 | 631 |
| tap | 102 | 128 |
| timing repair buffer | 11 | 105 |
where the power goes:
group / internal [mW] / switching [mW] / total (mW)
registers: 0.308 / 0.00334 / 0.311
clock network: 0.0769 / 0.0837 / 0.161
logic: 0.00543 / 0.00643 / 0.0119
Power and IR drop assume default switching activity.
